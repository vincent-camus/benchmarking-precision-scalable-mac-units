`design/flow/design.v`:
```
module top_mac_bfusion (clk, rst, accu_rst, a, w, config_aw, z);
	parameter HEADROOM = 4;
	input 				          clk;
	input 				          rst;
	input 				          accu_rst;
	input         [15:0]          a;            
	input         [15:0]          w;            
	input          [1:0]          config_aw;             
	output        [15+HEADROOM:0] z;
	reg                           rst_reg;
	reg                           accu_rst_reg;
	reg           [15:0]          a_reg;
	reg           [15:0]          w_reg;
	mac_bfusion #(
		.HEADROOM   (HEADROOM)
	)
	mac (
		.clk        (clk),
		.rst        (rst_reg),
		.accu_rst   (accu_rst_reg),
		.a          (a_reg),
		.w          (w_reg),
		.config_aw  (config_aw),
		.z          (z)
	);
	always_ff @(posedge clk)
		rst_reg <= rst;
	always_ff @(posedge clk)
		accu_rst_reg <= accu_rst;
	always_ff @(posedge clk) begin
		if (rst == 1) begin
			w_reg             <= '0;
			a_reg             <= '0;
		end
		else begin
			w_reg             <= w;
			a_reg             <= a;
		end
	end
endmodule  
module mac_bfusion (clk, rst, accu_rst, a, w, config_aw, z);
	parameter HEADROOM = 4;
	input 				clk, rst, accu_rst;
	input         [15:0] a ;            
	input         [15:0] w ;            
	input         [1:0] config_aw;             
	output        [15+HEADROOM:0] z;
	logic        [1:0][1:0][3:0] a_wrap;   
	logic        [1:0][1:0][3:0] w_wrap;   
	BitFusion #(
		.HEADROOM   (HEADROOM)
	)
	BitFusion (
		.clk        (clk),
		.rst        (rst),
		.accu_rst   (accu_rst),
		.a          (a_wrap),
		.w          (w_wrap),
		.config_aw       (config_aw),
		.z          (z)
	);
	always_comb begin
		unique case (config_aw)
			2'b00: begin 
						a_wrap = {{a[7:4],a[7:4]},
							      {a[3:0],a[3:0]}};
						w_wrap = {{w[3:0],w[7:4]},
							      {w[3:0],w[7:4]}};
					end
			2'b01: begin 
						a_wrap = {{a[15:12],a[7:4]},
							      {a[11: 8],a[3:0]}};
						w_wrap = {{w[15:12],w[7:4]},
							      {w[11: 8],w[3:0]}};
					end
			2'b11: begin 
						a_wrap = {{a[15:12],a[7:4]},
							      {a[11: 8],a[3:0]}};
						w_wrap = {{w[7:4],w[3:0]},
							      {w[7:4],w[3:0]}};
					end
		endcase
	end	
endmodule  
module BitFusion (clk, rst, accu_rst, a, w, config_aw, z);
	parameter HEADROOM = 4;
	input 		  clk, rst, accu_rst;
	input         [1:0][1:0][3:0] a ;            
	input         [1:0][1:0][3:0] w ;            
	input         [1:0] config_aw;
	output   reg  [15+HEADROOM:0] z ;
	logic         [15+HEADROOM:0] z_tmp;
	reg			  [15:0] mult;
	logic         [15:0] mult_tmp, p_88;
	logic 		  [2:0]  gating;
	logic 		         clk2, clk1, clk0;
	BitBrick88 BitBrick88 (
    .a_88_11(a[0][0]), .a_88_12(a[0][1]),
	.a_88_21(a[1][0]), .a_88_22(a[1][1]),
	.w_88_11(w[0][0]), .w_88_12(w[0][1]),
	.w_88_21(w[1][0]), .w_88_22(w[1][1]),
	.config_aw(config_aw),
	.p_88(p_88)
    );
	always_comb begin
		unique case (config_aw)
			2'b00: gating = 3'b000;
			2'b01: gating = 3'b111;
			2'b11: gating = 3'b100;
		endcase
	end
	always_comb begin
		clk2 = (clk & ~gating[2]) | (clk & rst);
		clk1 = (clk & ~gating[1]) | (clk & rst);
		clk0 = (clk & ~gating[0]) | (clk & rst);
	end
	always_ff @(posedge clk) begin
		if (rst) begin
			z    [9+HEADROOM:0]  <= 0;
			mult [9         :0]  <= 0;
		end
		else begin
			z    [9+HEADROOM:0]  <= z_tmp    [9+HEADROOM:0];
			mult [9         :0]  <= mult_tmp [9         :0];
		end
	end
	always_ff @(posedge clk2) begin
		if (rst) begin
			z    [15+HEADROOM:13+HEADROOM]  <= 0;
			mult [15         :13         ]  <= 0;
		end
		else begin
			z    [15+HEADROOM:13+HEADROOM]  <= z_tmp    [15+HEADROOM:13+HEADROOM];
			mult [15         :13         ]  <= mult_tmp [15         :13         ];
		end
	end
	always_ff @(posedge clk1) begin
		if (rst) begin
			z    [12+HEADROOM]  <= 0;
			mult [12         ]  <= 0;
		end
		else begin
			z    [12+HEADROOM]  <= z_tmp    [12+HEADROOM];
			mult [12         ]  <= mult_tmp [12         ];
		end
	end
	always_ff @(posedge clk0) begin
		if (rst) begin
			z    [11+HEADROOM:10+HEADROOM]  <= 0;
			mult [11         :10         ]  <= 0;
		end
		else begin
			z    [11+HEADROOM:10+HEADROOM]  <= z_tmp    [11+HEADROOM:10+HEADROOM];
			mult [11         :10         ]  <= mult_tmp [11         :10         ];
		end
	end
	always_comb begin
		unique case (config_aw)
			2'b00: z_tmp    = (accu_rst) ? '0 : $signed(z) + $signed({{HEADROOM{mult[15]}},mult});
			2'b01: z_tmp    = (accu_rst) ? '0 : $signed(z[9+HEADROOM:0]) + $signed({{HEADROOM{mult[9]}},mult[9:0]});
			2'b11: z_tmp    = (accu_rst) ? '0 : $signed(z[12+HEADROOM:0]) + $signed({{HEADROOM{mult[12]}},mult[12:0]});
		endcase
		mult_tmp = p_88;
	end
endmodule  
module BitBrick88 (a_88_11, a_88_12,
				   a_88_21, a_88_22,
				   w_88_11, w_88_12,
				   w_88_21, w_88_22,
				   config_aw, p_88);
	input          [3:0] a_88_11, a_88_12,
				         a_88_21, a_88_22;         
	input          [3:0] w_88_11, w_88_12,
				    	 w_88_21, w_88_22;         
	input          [1:0] config_aw;             
	output         [15:0] p_88;
	logic                 pick_sign11, pick_sign12, pick_sign21, pick_sign22;
	logic           [7:0] pp11, pp12, pp21, pp22;      
	logic         [7+4:0] ex_pp11;                     
	logic         [7+0:0] ex_pp12;                     
	logic         [7+8:0] ex_pp21;                     
	logic         [7+4:0] ex_pp22;                     
	logic         [15:0] psum;	
	BitBrick44 BB44_11 (
    	.a_4b(a_88_11),
		.w_4b(w_88_11),
		.pick_sign(pick_sign11),
		.p_44(pp11)
    );
	BitBrick44 BB44_12 (
    	.a_4b(a_88_12),
		.w_4b(w_88_12),
		.pick_sign(pick_sign12),
		.p_44(pp12)
    );
	BitBrick44 BB44_21 (
    	.a_4b(a_88_21),
		.w_4b(w_88_21),
		.pick_sign(pick_sign21),
		.p_44(pp21)
    );
	BitBrick44 BB44_22 (
    	.a_4b(a_88_22),
		.w_4b(w_88_22),
		.pick_sign(pick_sign22),
		.p_44(pp22)
    );
	always_comb begin
		unique case (config_aw)
			2'b00: begin 
						pick_sign11 = 1'b1;
						pick_sign12 = 1'b0;
						pick_sign21 = 1'b1;
						pick_sign22 = 1'b0;
					end
			2'b01: begin  
						pick_sign11 = 1'b1;
						pick_sign12 = 1'b1;
						pick_sign21 = 1'b1;
						pick_sign22 = 1'b1;
					end
			2'b11: begin 
						pick_sign11 = 1'b1;
						pick_sign12 = 1'b1;
						pick_sign21 = 1'b1;
						pick_sign22 = 1'b1;
					end
		endcase	
	end	
	always_comb begin
		unique case (config_aw)
			2'b00: begin  ex_pp11 = {pp11,4'b0};                      
						  ex_pp12 = pp12;                             
						  ex_pp21 = {pp21,8'b0};                      
						  ex_pp22 = {pp22,4'b0};                      
						  psum = $signed(ex_pp11) + $signed({1'b0,ex_pp12}) + $signed(ex_pp21) + $signed({1'b0,ex_pp22});
					end
			2'b01: begin  ex_pp11 = {{4{pp11[7]}},pp11};                
						  ex_pp12 = pp12;
						  ex_pp21 = {{8{pp21[7]}},pp21};
						  ex_pp22 = {{4{pp22[7]}},pp22}; 
						  psum = $signed(ex_pp11) + $signed(ex_pp12) + $signed(ex_pp21) + $signed(ex_pp22);
					end
			2'b11: begin  ex_pp11 = {{4{pp11[7]}},pp11}; 
						  ex_pp12 = pp12;
						  ex_pp21 = {{4{pp21[7]}},pp21,4'b0};
						  ex_pp22 = {pp22,4'b0};
						  psum = $signed(ex_pp11) + $signed(ex_pp12) + $signed(ex_pp21) + $signed(ex_pp22);
					end
		endcase	
	end	
	assign p_88 = psum;
endmodule  
module BitBrick44 (a_4b, w_4b, pick_sign, p_44);
	input         [3:0] a_4b;              
	input         [3:0] w_4b;              
	input               pick_sign;         
	output        [7:0] p_44;
	logic         [4:0] w;
	always_comb begin		
		w = (pick_sign) ? {w_4b[3],w_4b} : {1'b0,w_4b};
	end	
	assign p_44 = $signed(w)*$signed({1'b0,a_4b});
endmodule  
```
`design/flow/run.sh`:
```
#!/bin/bash
# OpenROAD 26Q1-2900-gdf79404cd8, Yosys 0.63+post, stock flow scripts
make -C /OpenROAD-flow-scripts/flow DESIGN_CONFIG=/design/flow/config.mk WORK_HOME=/design/flow/orfs finish
```
`design/flow/config.mk`:
```
export PLATFORM = sky130hd
export DESIGN_NAME = top_mac_bfusion
export DESIGN_NICKNAME = top_mac_bfusion
export VERILOG_FILES = /design/flow/design.v
export SDC_FILE = /design/flow/constraint.sdc
export NUM_CORES = 4
export LEC_CHECK = 1
export CORE_UTILIZATION = 40
```
`design/flow/constraint.sdc`:
```
current_design top_mac_bfusion

set clk_period 9.8
set clk_io_pct 0.2

create_clock -name clk0 -period $clk_period [get_ports {clk}]

set non_clock_inputs [all_inputs -no_clocks]
set_input_delay [expr $clk_period * $clk_io_pct] -clock clk0 $non_clock_inputs
set_output_delay [expr $clk_period * $clk_io_pct] -clock clk0 [all_outputs]
```
==> qor.log <==
[final_timing] slew at the pin with the worst max-slew slack 0.7682 ns
[cts] Post-CTS Hold Buffers 0
[floorplan] area of the die 21250 um2
[floorplan] die outline width 145.8 um
[critical_path] arrival time of data at the critical path endpoint 8.65 ns
[global_routing] met3 global-route usage 3.680%
[finish] fraction of final layout cells sized beyond drive strength 1 5.101%
[placed_design] final RePlAce weighted congestion 0.8933
[synthesis] post-synth area from yosys stat 8268 um2
[detailed_routing] Routed Antenna Nets 0
[final_timing] fraction of the cycle the final worst path needs 80.69%
[final_timing] Max Clock Freq 126.5 MHz
[cts] Reg clk slew, reported paths 0.05 ns
[final_timing] Final TNS setup 0 ns
[finish] Post-Layout Cell Count 1309
[global_routing] pin count of the biggest net entering global routing 34
[status] result of the run complete, no violations
[critical_path] Worst Path Class, Setup in -> reg
[global_routing] met1 GRT Util 25.41%
[global_routing] most congested layer reported by global routing met2
[detailed_routing] DR vias 6600
[critical_path] delay of the slowest cell on the worst path 0.52 ns
[synthesis] cell count after synthesis 965
[synthesis] Distinct lib cells used 60
[power_and_ir_drop] worst IR drop on VDD 0.0001027 V
[synthesis] primary flip-flop cell chosen by synthesis mapping dfxtp_1
[detailed_routing] via density per instance 5.042
[final_timing] Max Slew Vio Count 0
[finish] leading cell type in the layout, fill and taps excluded ha_1
[detailed_routing] remaining routing DRC violations 0
[floorplan] DIE HEIGHT 145.8 um
[cts] count of cells resized by post-cts repair 0
[global_routing] overall track demand over capacity in global routing 18.59%
[final_timing] minimum clock period 7.907 ns
[placed_design] sum of net half-perimeters after detailed placement 15.35 mm
[placed_design] post-place setup slack 1.101 ns
[synthesis] proportion of register bits with asynchronous set or reset after synthesis 0%
[finish] max reg flops 20
[final_timing] Rel. slew slack 48.72%
[synthesis] post-synthesis cell count from yosys 965
[power_and_ir_drop] power density over the cells 184.8 nW/um2
[final_timing] count of final hold-check violations 0
[cts] clock tree from TritonCTS done
[critical_path] Max FO, Critical Path 18
[finish] area delta synth->final 18.11%
[final_timing] worst-case setup margin in the final layout 1.893 ns
[global_routing] first-pass GRT wire length 30.59 mm
[synthesis] Yosys warnings 5
[floorplan] initial cell density of the core 40.86%
[placed_design] IO buf count 56
[critical_path] cell with the largest stage delay on the worst path fa_1
[finish] MI comb area 6374 um2
[placed_design] placed cell count 1280
[final_timing] unrepaired setup endpoints after global routing false
[synthesis] largest cells by area after synthesis ha_1, dfxtp_1, fa_1, xnor2_1, inv_1
[synthesis] sequential share of the synthesized area 16.95%
[synthesis] Post-Synthesis Cell Area 8268 um2
[final_timing] clock tree skew after final layout 0.05224 ns
[cts] insertion delay of the later-clocked pin in the worst-skew pair 0.82 ns
[finish] fill count 1887
[synthesis] Area leader share 20.43%
[detailed_routing] wire length per cell after detailed routing 14.28 um
[floorplan] number of standard-cell rows in the floorplan 52
[job] number of warnings the tools reported 25
[floorplan] placeable core region 20230 um2
[detailed_routing] count of routing violations after the opening detailed-route iteration 229
[global_routing] global route total overflow 0
[min_path] classification of the worst-slack hold path reg -> reg
[cts] number of buffers inserted to repair setup after CTS 0
[synthesis] EDFF count, synth 0
[floorplan] I/O pin total 57
[global_routing] number of global-route vias before repair 6360
[final_timing] Final Setup Violations 0
[detailed_routing] Diodes inserted 0
[finish] Biggest register mac.BitFusion.z
[finish] fraction of the core area covered by cells at the end of the flow 48.26%
[detailed_routing] wire length after detailed routing 18.70 mm
[finish] dominant logic cell types in the final layout ha_1, inv_1, nor2_1
[critical_path] most repeated library cell on the critical path ha_1
[synthesis] number of register bits inferred by synthesis 70
[synthesis] leading area contributor after synthesis ha_1
[critical_path] required arrival time at the worst endpoint 10.54 ns
[critical_path] Critical Path Sink Type register
[job] Maximum Capacitance Violations 0
[synthesis] syn avg cell area 8.568 um2
[critical_path] kind of start point of the critical path input port
[finish] footprint of the flip-flops and latches 1401 um2
[power_and_ir_drop] leakage power figure 0.004778 uW
[power_and_ir_drop] overall power after layout 1805 uW
[global_routing] initial antenna violation count 0
[global_routing] M2 GR Usage 31.39%
[detailed_routing] detailed-routing iteration count for the pre-antenna-repair pass 4
[per-layer routing]
layer  routed length, um  share of wire [%]
met5                   0                  0
met4                 272                1.5
met3                 991                5.3
met2                8951                 48
met1                8480                 45
[layout make-up]
class / count / share of cell area [%]
Clock buffer: 25 / 5.958
Timing Repair Buffer: 63 / 6.227
Clock inverter: 4 / 0.5125
Inverter: 110 / 4.228
Sequential cell: 70 / 14.35
Multi-Input combinational cell: 767 / 65.27
Tap cell: 270 / 3.459
[worst paths after layout]
| kind | from | depth (start not counted) | slack [ns] | end |
|---|---|---|---|---|
| min reg2reg | mac.BitFusion.mult[0] | 2 | 0.55 | mac.BitFusion.z[0] |
| min | mac.BitFusion.mult[0] | 2 | 0.55 | mac.BitFusion.z[0] |
| max reg2reg | a_reg[2] | 26 | 3.43 | mac.BitFusion.mult[14] |
| max | config_aw[1] | 32 | 1.89 | mac.BitFusion.mult[14] |
[synth_stat cells (4+ instances only)]
| cell | count |
|---|---|
| a2111oi_0 | 4 |
| a211oi_1 | 14 |
| a21o_1 | 32 |
| a21oi_1 | 64 |
| a311oi_1 | 6 |
| a31oi_1 | 7 |
| and2_1 | 8 |
| clkbuf_1 | 14 |
| dfxtp_1 | 70 |
| fa_1 | 47 |
| ha_1 | 135 |
| inv_1 | 108 |
| mux2i_1 | 20 |
| nand2_1 | 40 |
| nand2b_1 | 14 |
| nor2_1 | 92 |
| nor2b_1 | 63 |
| nor3_1 | 15 |
| o211ai_1 | 6 |
| o21a_1 | 6 |
| o21ai_0 | 28 |
| o21bai_1 | 16 |
| o41ai_1 | 4 |
| or2_2 | 4 |
| or3_1 | 7 |
| xnor2_1 | 65 |
| xor2_1 | 28 |
[worst max-delay path: cells and delay by family]
kind	cells	cell delay, ns
AOI/OAI and AO/OA	13	2.10
xor gates and xnor gates	3	0.65
adders and majority gates	7	2.17
buffers and inverters	4	0.89
and+or+nand+nor	5	0.86
[through the flow]
step | cell area, um2 | hold WS, ns
2_1_floorplan | 8268 | 0.5161
3_3_place_gp | 9134 | 0.5363
3_5_place_dp | 9134 | 0.5322
4_1_cts | 9766 | 0.5487
5_1_grt | 9766 | 0.6145
6_report | 9766 | 0.5486
[power by group]
part	internal (uW)	total, uW	switching, uW	leakage, uW
Clock	421	590	169	0.000308
Combinational	400	873	474	0.00389
Sequential	313	341	28.9	0.000579
[kinds of logic after synthesis]
kind of cell               synth area share [%]
and+or+nand+nor                           15.39
buffers and inverters                     5.962
AOI/OAI and AO/OA                         16.74
muxes                                     2.557
DFF                                       16.95
adders and majority gates                 31.81
xor gates and xnor gates                  10.59
Power figures rest on the tool's default switching activity, not on a simulated workload.
