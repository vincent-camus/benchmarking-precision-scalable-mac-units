==> design.v <==
module top_mac_serial2d (clk_fast, clk_slow, rst, rst_mult, mode, w_sel, a_sel, shift_ctr, sign_ctr, w, a, z);
	input                       clk_fast;
	input                       clk_slow;
	input                       rst;
	input                       rst_mult;
	input                 [3:0] mode;   
	input                 [7:0] w;         
	input                 [7:0] a;         
	input                 [2:0] w_sel;          
	input                 [2:0] a_sel;          
	input                       shift_ctr;      
	input                       sign_ctr;       
	output reg           [19:0] z;         
	reg		                    rst_reg;
	reg		                    rst_mult_reg;
	reg		              [7:0] w_reg;
	reg		              [7:0] a_reg;
	reg                   [2:0] w_sel_reg;
	reg                   [2:0] a_sel_reg;
	reg                         shift_ctr_reg;
	reg                         sign_ctr_reg;
	mac_serial2d #(
	) mac (
		.clk_fast    (clk_fast),
		.clk_slow    (clk_slow), 
		.rst         (rst_reg),
		.rst_mult    (rst_mult_reg),
		.mode        (mode),
		.shift_ctr   (shift_ctr_reg), 
		.sign_ctr    (sign_ctr_reg),
		.w_sel       (w_sel_reg),
		.a_sel       (a_sel_reg), 
		.w           (w_reg),
		.a           (a_reg),
		.z          (z)
	);	
	always_ff @(posedge clk_fast)
		rst_reg <= rst;
	always_ff @(posedge clk_fast)
		rst_mult_reg <= rst_mult;
	always_ff @(posedge clk_fast) begin
		if (rst == 1) begin
			shift_ctr_reg     <= 0;
			sign_ctr_reg      <= 0;
			w_sel_reg         <= 0;
			a_sel_reg         <= 0;
			w_reg             <= 0;
			a_reg             <= 0;
		end
		else begin
			shift_ctr_reg     <= shift_ctr;
			sign_ctr_reg      <= sign_ctr;
			w_sel_reg         <= w_sel;
			a_sel_reg         <= a_sel;
			w_reg             <= w;
			a_reg             <= a;
		end
	end
endmodule  
module mac_serial2d (clk_fast, clk_slow, rst, rst_mult, mode, shift_ctr, sign_ctr, w_sel, a_sel, w, a, z);
	input                       clk_fast;
	input                       clk_slow;
	input                       rst;
	input                       rst_mult;
	input                 [3:0] mode;   
	input                       shift_ctr;
	input                       sign_ctr;
	input                 [2:0] w_sel;
	input                 [2:0] a_sel;
	input                 [7:0] w;     
	input                 [7:0] a;     
	output reg           [19:0] z;            
	logic                [19:0] z_tmp;
	logic                       w_serial;     
	logic                       a_serial;     
	reg                  [ 4:0] mult_accu_c;
	reg                  [14:0] mult_accu_r;
	logic                [ 4:0] mult_accu_c_tmp0;
	logic                [ 4:0] mult_accu_c_tmp;  
	logic                [14:0] mult_accu_r_tmp;
	logic                       ps;
	logic                [ 3:0] clk_fast_cg;   
	logic                [ 3:0] clk_slow_cg;   
	assign clk_fast_cg = {4{clk_fast}} & ~mode;
	assign clk_slow_cg = {4{clk_slow}} & ~mode;
	always_ff @(posedge clk_fast) begin
		if (rst == 1) begin
			mult_accu_r[14:12] <= 0;
			mult_accu_c <= 0;
		end
		else begin
			mult_accu_r[14:12] <= mult_accu_r_tmp [14:12];
			mult_accu_c <= mult_accu_c_tmp;
		end
	end
	always_ff @(posedge clk_fast_cg[3]) begin
		if (rst == 1) begin
			mult_accu_r[11:8] <= 0;
		end
		else begin
			mult_accu_r[11:8] <= mult_accu_r_tmp [11:8];
		end
	end
	always_ff @(posedge clk_fast_cg[2]) begin
		if (rst == 1) begin
			mult_accu_r[7:6] <= 0;
		end
		else begin
			mult_accu_r[7:6] <= mult_accu_r_tmp [7:6];
		end
	end
	always_ff @(posedge clk_fast_cg[1]) begin
		if (rst == 1) begin
			mult_accu_r[5:4] <= 0;
		end
		else begin
			mult_accu_r[5:4] <= mult_accu_r_tmp [5:4];
		end
	end
	always_ff @(posedge clk_fast_cg[0]) begin
		if (rst == 1) begin
			mult_accu_r[3:0] <= 0;
		end
		else begin
			mult_accu_r[3:0] <= mult_accu_r_tmp [3:0];
		end
	end
	always_ff @(posedge clk_slow) begin
		if (rst == 1) begin
			z[19:12] <= 0;
		end
		else begin
			z[19:12] <= z_tmp[19:12];
		end
	end
	always_ff @(posedge clk_slow_cg[3]) begin
		if (rst == 1) begin
			z[11:8] <= 0;
		end
		else begin
			z[11:8] <= z_tmp[11:8];
		end
	end
	always_ff @(posedge clk_slow_cg[2]) begin
		if (rst == 1) begin
			z[7:6] <= 0;
		end
		else begin
			z[7:6] <= z_tmp[7:6];
		end
	end
	always_ff @(posedge clk_slow_cg[1]) begin
		if (rst == 1) begin
			z[5:4] <= 0;
		end
		else begin
			z[5:4] <= z_tmp[5:4];
		end
	end
	always_ff @(posedge clk_slow_cg[0]) begin
		if (rst == 1) begin
			z[3:0] <= 0;
		end
		else begin
			z[3:0] <= z_tmp[3:0];
		end
	end
	always_comb begin
		case (w_sel)
			3'b000: w_serial = w[0];
			3'b001: w_serial = w[1];
			3'b010: w_serial = w[2];
			3'b011: w_serial = w[3];
			3'b100: w_serial = w[4];
			3'b101: w_serial = w[5];
			3'b110: w_serial = w[6];
			3'b111: w_serial = w[7];
			default: w_serial = w[0];
		endcase
	end	
	always_comb begin
		case (a_sel)
			3'b000: a_serial = a[0];
			3'b001: a_serial = a[1];
			3'b010: a_serial = a[2];
			3'b011: a_serial = a[3];
			3'b100: a_serial = a[4];
			3'b101: a_serial = a[5];
			3'b110: a_serial = a[6];
			3'b111: a_serial = a[7];
			default: a_serial = a[0];
		endcase
	end	
	always_comb begin
		ps = w_serial & a_serial;
		if (!rst_mult)
			if (!sign_ctr)
				mult_accu_c_tmp0 = mult_accu_c + ps;
			else
				mult_accu_c_tmp0 = mult_accu_c - ps;
		else
			if (!sign_ctr)
				mult_accu_c_tmp0 = ps;
			else
				mult_accu_c_tmp0 = - ps;
		if (shift_ctr)
			mult_accu_c_tmp = {mult_accu_c_tmp0[4],mult_accu_c_tmp0[4:1]};
		else
			mult_accu_c_tmp = mult_accu_c_tmp0;
		if (shift_ctr)
			mult_accu_r_tmp = {mult_accu_c_tmp0[0],mult_accu_r[14:1]};
		else
			mult_accu_r_tmp = mult_accu_r;
	end
	always_comb begin
		if (rst_mult)
			z_tmp = $signed(z) + $signed({mult_accu_c[1:0],mult_accu_r[14:1]});
		else
			z_tmp = '0;
	end
endmodule  
==> run.sh <==
#!/bin/bash
# OpenROAD 26Q1-2900-gdf79404cd8, Yosys 0.63+post, stock flow scripts
make -C /OpenROAD-flow-scripts/flow DESIGN_CONFIG=/design/flow/config.mk WORK_HOME=/design/flow/orfs finish
==> config.mk <==
export PLATFORM = sky130hd
export DESIGN_NAME = top_mac_serial2d
export DESIGN_NICKNAME = top_mac_serial2d
export VERILOG_FILES = /design/flow/design.v
export SDC_FILE = /design/flow/constraint.sdc
export NUM_CORES = 4
export LEC_CHECK = 1
export CORE_UTILIZATION = 30
==> constraint.sdc <==
current_design top_mac_serial2d

set clk_period 3.2
set clk_io_pct 0.2

create_clock -name clk0 -period $clk_period [get_ports {clk_fast}]
create_clock -name clk1 -period $clk_period [get_ports {clk_slow}]

set non_clock_inputs [all_inputs -no_clocks]
set_input_delay [expr $clk_period * $clk_io_pct] -clock clk0 $non_clock_inputs
set_output_delay [expr $clk_period * $clk_io_pct] -clock clk0 [all_outputs]
==> metrics.csv <==
metric,value,unit
Worst R2R Start,w_sel_reg[0],
Max Clock Skew,75.5,ps
crit path DAT,3350,ps
WHS Path Cells,3,
Slew Limit Fails,0,
tool warning count,26,
flop-to-flop setup slack,320,ps
"wirelength, routed",7.36,mm
core region area,10300,um^2
die area,11100,um^2
post-synth cell types,45,
"area leader, netlist",dfxtp_1,
Crit. End Element,flop,
P_leak,0.00188,uW
Ports,52,
P&R area growth vs syn,43.4,%
"area share, top type",40.7,%
DR iter-0 viols,229,
Max-slew headroom,47.8,%
worst slew pin tran,781,ps
Top reg by flops,mac.z,
initial antenna violation count,1,
Avg Vias per Cell,4.86,
CP required,3670,ps
largest registers,"mac.z: 20 flops, mac.mult_accu_r: 14 flops",
HPWL after DPL,5.06,mm
Post-CTS Setup Bufs,0,
vias in the first global route,2841,
top cells by area,"dfxtp_1, ha_1, nor2b_1, mux2i_1, nor2_1",
clock-pin slew on the worst setup and hold paths,70,ps
startpoint of the worst hold path,mode[0],
FP Util,31.0,%
RSZ-0062 raised after global routing,false,
Die X,105,um
largest net degree at the start of global routing,26,
Post-synth top cells,"dfxtp_1, nor2_1, nor2b_1",
max reg flops,20,
Post-synth EDFFs,0,
Ys Warns,2,
R2R depth,11,
Max VDD drop,223,uV
Synth top cell by count,dfxtp_1,
die height,105,um
Layout fillers,942,
"Avg Cell Area, Syn",9.38,um^2
register area share after synthesis,40.7,%
DRC viols,0,
"Top FF cell, synth",dfxtp_1,
total global-route track usage,14.4,%
instance count of the mapped netlist,341,
number of cell rows,37,
"Hold Vio Cnt, Final",0,
Synth Register Bits,65,
status,finished clean,
DRT antenna net count,0,
"Chip Area, Yosys",3200,um^2
CP Launch Type,flop,
CTS tree,done,
fraction of registers with async set/reset,0,%
Port Buffers,50,
R2R Path End,mac.mult_accu_c[3],
first-pass GRT wire length,12.4,mm
GRT overflow,0,
yosys cell count,341,
"Max FO, Critical Path",9,
wire per inst,12.8,um
GPL Wtd Cong,0.806,
total number of vias,2802,
pwr/cell area,515,nW/um^2
Setup TNS Final,0,ps
share of layout cells above drive strength 1,13.4,%
drt pass-1 iters,4,
mapped cell area,3200,um^2
Util after Layout,44.4,%
# Max-Cap Violations,0,
CP Class,reg2reg,
setup violators final,0,
HP Class,in2gate,
metal layers:
layer	track usage (%)	routed length, um
met4	6.04	140
met3	8.33	763
met1	19.3	3410
met5	0	0
met2	19.1	3040
worst max path at each step:
stage	start	to	slack, ps	depth (start not counted)
CTS	w_sel_reg[0]	mac.mult_accu_c[3]	240	11
global route	w_sel_reg[0]	mac.mult_accu_c[3]	50	11
finish	w_sel_reg[0]	mac.mult_accu_c[3]	320	11
final cells by class:
class | instances | area (um^2) | share of cell area (%)
inverters | 7 | 26.3 | 0.573
diodes | 1 | 2.50 | 0.0546
clock inverters | 2 | 37.5 | 0.818
well taps | 136 | 170 | 3.71
flip-flops and latches | 65 | 1300 | 28.4
clock buffers | 46 | 613 | 13.4
multi-input cells | 258 | 1830 | 40.0
repair buffers | 61 | 603 | 13.1
metrics by stage:
step | hold WS [ps] | setup WS [ps] | power (uW) | instance area (um^2) | cells
5_1_grt | 347 | 45.6 | 2490 | 4580 | 575
3_5_place_dp | -537 | 241 | 1010 | 3850 | 519
3_3_place_gp | -534 | 350 | 1000 | 3850 | 519
2_1_floorplan | -960 | 513 | 929 | 3200 | 341
6_report | 319 | 322 | 2360 | 4590 | 576
4_1_cts | 323 | 237 | 2410 | 4580 | 575
critical path, stage by stage, from the launching register on:
cell and delay (ps):
dfxtp_1 360, mux4_2 500, mux2i_1 230, nor2_2 140, ha_1 220, fa_1 400
nand2b_1 170, a21oi_2 180, xor2_1 250, nor3_1 80, a21oi_1 130, a31oi_1 90
cells by family (layout without fill, tap and decap cells):
| logic type | Yosys count | count (layout) | synth area share, % |
|---|---|---|---|
| AND/OR/NAND/NOR | 126 | 126 | 20.0 |
| other | 0 | 1 | 0 |
| AND-OR/OR-AND | 73 | 73 | 15.3 |
| XOR/XNOR | 14 | 14 | 3.83 |
| buffers and inverters | 18 | 116 | 2.15 |
| flip-flops | 65 | 65 | 40.7 |
| multiplexers | 20 | 20 | 7.82 |
| adder cells (fa/ha/maj) | 25 | 25 | 10.2 |
cell usage in the layout (no fill, tap or decap), drive strengths merged, types with 2 or more instances in the layout:
cell,count
xnor2,5
clkdlybuf4s50,50
dlygate4sd3,8
a21o,5
or3,3
a221oi,2
o31ai,2
nor2,43
nor3,13
a211o,4
o211ai,2
ha,23
o21ai,15
nand3,7
and2,2
dfxtp,65
a31oi,5
nand2,9
nand2b,6
xor2,9
a21oi,17
nand4,3
nor2b,36
fa,2
mux4,4
buf,3
mux2i,16
a211oi,7
o21a,8
inv,7
clkbuf,46
timing repair:
action                     in CTS  in global routing
hold endpoints to repair        8                  0
hold buffers                    8                  0
gates resized                   0                  1
setup endpoints to repair       0                  1
power breakdown:
| part | leakage (uW) | internal, uW | switching [uW] |
|---|---|---|---|
| clock | 0.000347 | 1010 | 414 |
| combinational | 0.00100 | 117 | 95.5 |
| sequential | 0.000532 | 705 | 24.5 |
| total | 0.00188 | 1830 | 534 |
Power is estimated from default activity; no workload was simulated.
