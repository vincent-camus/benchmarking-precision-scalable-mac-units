==> flow/design.v <==
module top_mac_conventional (clk, rst, accu_rst, w, a, z);
	parameter  W_WIDTH         = 8;
	parameter  A_WIDTH         = 8;
	parameter  PLUS_WIDTH      = 4;  
	localparam Z_WIDTH         = W_WIDTH+A_WIDTH+PLUS_WIDTH;
	input                        clk;
	input                        rst;
	reg                          rst_reg;
	input                        accu_rst;
	reg                          accu_rst_reg;
	input          [W_WIDTH-1:0] w;  
	reg            [W_WIDTH-1:0] w_reg;
	input          [A_WIDTH-1:0] a;  
	reg            [A_WIDTH-1:0] a_reg;
	output         [Z_WIDTH-1:0] z;
	always_ff @(posedge clk) begin
		rst_reg      <= rst;
		accu_rst_reg <= accu_rst;
	end
	always_ff @(posedge clk) begin
		if (rst == 1) begin
			w_reg <= 0;
			a_reg <= 0;
		end
		else begin
			w_reg <= w;
			a_reg <= a;
		end
	end
	mac_conventional #(
		.W_WIDTH    (W_WIDTH),
		.A_WIDTH    (A_WIDTH),
		.PLUS_WIDTH (PLUS_WIDTH)
	)
	mac (
		.clk      (clk),
		.rst      (rst_reg),
		.accu_rst (accu_rst_reg),
		.w        (w_reg),
		.a        (a_reg),
		.z        (z)
	);
endmodule  
module mac_conventional (clk, rst, accu_rst, w, a, z);
	parameter  W_WIDTH         = 8;
	parameter  A_WIDTH         = 8;
	parameter  PLUS_WIDTH      = 4;  
	localparam Z_WIDTH         = W_WIDTH+A_WIDTH+PLUS_WIDTH;
	input                        clk;
	input                        rst;
	input                        accu_rst;
	input          [W_WIDTH-1:0] w;  
	input          [A_WIDTH-1:0] a;  
	output reg     [Z_WIDTH-1:0] z;
	logic          [Z_WIDTH-1:0] z_tmp;
	reg    [A_WIDTH+W_WIDTH-1:0] mult;
	logic  [A_WIDTH+W_WIDTH-1:0] mult_tmp;
	always_ff @(posedge clk) begin
		if (rst == 1)
			mult <= 0;
		else
			mult <= mult_tmp;
	end
	always_ff @(posedge clk) begin
		if (rst == 1 || accu_rst == 1)
			z <= 0;
		else
			z <= z_tmp;
	end
	assign mult_tmp = $signed(w) * $signed({1'b0, a});
	assign z_tmp = $signed(z) + $signed(mult);
endmodule  
==> flow/run.sh <==
#!/bin/bash
# OpenROAD 26Q1-2900-gdf79404cd8, Yosys 0.63+post, stock flow scripts
make -C /OpenROAD-flow-scripts/flow DESIGN_CONFIG=/design/flow/config.mk WORK_HOME=/design/flow/orfs finish
==> flow/config.mk <==
export PLATFORM = sky130hd
export DESIGN_NAME = top_mac_conventional
export DESIGN_NICKNAME = top_mac_conventional
export VERILOG_FILES = /design/flow/design.v
export SDC_FILE = /design/flow/constraint.sdc
export NUM_CORES = 4
export LEC_CHECK = 1
export CORE_UTILIZATION = 50
==> flow/constraint.sdc <==
current_design top_mac_conventional

set clk_period 5.0
set clk_io_pct 0.2

create_clock -name clk0 -period $clk_period [get_ports {clk}]

set non_clock_inputs [all_inputs -no_clocks]
set_input_delay [expr $clk_period * $clk_io_pct] -clock clk0 $non_clock_inputs
set_output_delay [expr $clk_period * $clk_io_pct] -clock clk0 [all_outputs]
==> flow_summary.yaml <==
# synthesis and place-and-route metrics
detailed_routing:
  routedWlPerCell_um: 12.5
  via_per_inst: 5.17
  vias: 3373
  drc: 0
  totalWireLength_um: 8120
  ant_nets: 0
  drt_iter0_markers: 105
  drtPass1Iterations: 4
  num_antenna_cells: 0
critical_path:
  start_kind: "register"
  worstPathMaxFanout: 8
  end_kind: "register"
  cp.required_ns: 5.27
  arrival_ns: 4.55
  crit_type: "reg -> reg"
final_layout:
  drive_gt1_frac: 0.0294
  final_util: 0.588
  regMostFlops: "mac.z"
  syn2layout_area_growth_pct: 13.3
  seq_area_mm2: 0.00108
  fillers: 748
  top_regs: "mac.z: 20 flops, mac.mult: 16 flops"
  largest_reg_flops: 20
  design_area_mm2: 0.00515
  comb_area_mm2: 0.00317
power:
  powerDensity_mw_per_mm2: 217
  peakVddDrop_v: 0.000123
  p_leak_uw: 0.00245
floorplanning:
  core_area_mm2: 0.00876
  die_w_um: 97.4
  dieArea_mm2: 0.00948
  ios: 39
  row_count: 34
  fp_util: 0.519
  die_y_um: 97.4
global_route:
  overflow: 0
  grt_start_max_net_pins: 24
  grt_pass1_wl_um: 15000
  grt_pass1_vias: 3351
  grt_usage: 0.199
  antenna_found_initial: 0
timing:
  tightest_slew_ns: 0.741
  fmax_mhz: 233
  relSlewSlack: 0.505
  fin_crit_sh: 0.857
  setup_slack_ns: 0.715
  rsz0062_at_grt: "false"
  period_needed_ns: 4.28
  setup_viol: 0
  fin_skew_ns: 0.00914
  drv_slew: 0
  fin_setup_tns_ns: 0
  hold_violations: 0
yosys:
  edf_count: 0
  ys.flops: 54
  synth-async-reset-ratio: 0
  netlist_area_mm2: 0.00455
  ys_chip_area_mm2: 0.00455
  ys_cells: 506
  syn_inst: 506
  post_synth_num_cell_types: 51
  ys_warn_count: 2
  synthFlopType: "dfxtp_1"
  synth.avg_cell_area_um2: 8.99
  synth_seq_share: 0.238
flow_run:
  drv_cap: 0
  warnings: 26
cts:
  cts-buffers-inserted: 5
  cts.sinks: 54
  cts_resized: 0
  clkTransAtPathRegs_ns: 0.11
  postCtsHoldBufs: 0
  clock_path_buffers: 2
  cts_max_level: 2
  cts_root_buf: "clkbuf_8"
  post-cts-setup-buffers: 0
  cts_tree: "built"
  clkLatencyLatePin_ns: 0.31
placement:
  place_congestion: 0.912
  numPortBuffers: 38
  place_ws_ns: 0.708
  place_area_mm2: 0.00503
  hpwl_um: 6640
outcome:
  outcome: "finished clean"
worst_hold_path:
  hold_class: "reg -> reg"
-- worst max-delay path, cell delays in order, from the launching register on --
cell and delay (ns):
dfxtp_1 0.39, and2_1 0.20, fa_1 0.53, inv_1 0.05, fa_1 0.47, inv_1 0.05
fa_1 0.53, inv_1 0.05, fa_1 0.52, inv_1 0.04, ha_1 0.36, o21a_1 0.15
o21ai_1 0.23, a31oi_1 0.14, or4b_1 0.47, nand2_1 0.07
-- routing by layer --
| metal | share of wire | global-route usage | vias to the layer above |
|---|---|---|---|
| met5 | 0 | 0 | - |
| met4 | 0.0089 | 0.0204 | 0 |
| met3 | 0.034 | 0.0286 | 6 |
| met2 | 0.47 | 0.335 | 66 |
| met1 | 0.48 | 0.294 | 1549 |
| li1 | - | - | 1752 |
-- logic make-up after synthesis --
family | after synthesis | share of synthesized area
AOI/OAI and AO/OA | 83 | 0.127
buffers and inverters | 78 | 0.0647
muxes | 2 | 0.00468
xor gates and xnor gates | 15 | 0.0289
and+or+nand+nor | 177 | 0.207
adders and majority gates | 97 | 0.330
DFF | 54 | 0.238
-- cell usage in the layout, fill, tap and decap left out, drive strengths merged, types with 2 or more instances in the layout --
cell	netlist	layout
a21o	10	10
nand3	8	8
fa	38	38
o21bai	2	2
nor3	15	15
nor3b	3	3
a31oi	5	5
xnor2	10	10
o21a	8	8
a311oi	3	3
or4	3	3
and3	2	2
dfxtp	54	54
nand2	31	31
clkbuf	5	6
o211ai	2	2
and2	44	44
a211oi	3	3
inv	70	71
a21oi	21	21
nor2b	26	26
a21boi	3	3
ha	59	59
nand2b	5	5
or3	3	3
nand4	3	3
clkdlybuf4s50	0	38
o21ai	17	17
nor2	30	30
xor2	5	5
-- stage by stage --
step	cells	total power (uW)	hold WS, ns
global route	652	1210	0.591
global placement	644	812	0.523
CTS	652	1140	0.546
detailed placement	644	811	0.530
floorplan	506	728	0.454
finish	652	1120	0.549
-- final cells by class --
type                       count  share of cell area
sequential                    54               0.210
clock inverter                 2             0.00753
timing repair buffer          38              0.0738
inverter                      70              0.0510
multi-input combinational    374               0.616
tap                          108              0.0262
clock buffer                   6              0.0160
-- path summary, 6_finish.rpt --
check                                   from            to  slack (ns)  cells past startpoint
worst max-delay path                a_reg[3]  mac.mult[12]        0.72                     15
worst min-delay path            accu_rst_reg     mac.z[18]        0.55                      2
worst max register to register      a_reg[3]  mac.mult[12]        0.72                     15
worst min register to register  accu_rst_reg     mac.z[18]        0.55                      2
-- cells in the mapped netlist (2+ instances only) --
cell / number / share of area
inv_1: 70 / 0.058
ha_1: 59 / 0.16
dfxtp_1: 54 / 0.24
and2_1: 44 / 0.061
fa_1: 38 / 0.17
nand2_1: 31 / 0.026
nor2_1: 30 / 0.025
nor2b_1: 26 / 0.036
a21oi_1: 21 / 0.023
nor3_1: 14 / 0.015
o21ai_0: 12 / 0.013
a21o_1: 10 / 0.017
xnor2_1: 10 / 0.019
nand3_1: 8 / 0.0088
o21a_1: 8 / 0.013
a31oi_1: 5 / 0.0069
clkbuf_1: 5 / 0.0041
nand2b_1: 5 / 0.0069
o21ai_1: 5 / 0.0055
xor2_1: 5 / 0.0096
nand4_1: 3 / 0.0041
nor3b_1: 3 / 0.0050
or3_1: 3 / 0.0041
or4_1: 3 / 0.0050
a211oi_1: 2 / 0.0033
a21boi_0: 2 / 0.0033
a311oi_1: 2 / 0.0039
and3_1: 2 / 0.0028
buf_1: 2 / 0.0017
o211ai_1: 2 / 0.0033
o21bai_1: 2 / 0.0033
-- where the power goes --
part | internal (uW) | leakage [uW] | switching (uW)
clock | 165 | 0.0000618 | 153
combinational | 149 | 0.00194 | 162
sequential | 463 | 0.000444 | 27.4
Power and IR drop assume default switching activity.
