==> /design/flow/design.v <==
module top_mac_serial (clk, clk_accu, rst, config_w, fsm_last, fsm_accu, w_serial, a, z);
	parameter  W_WIDTH         = 8;  
	parameter  A_WIDTH         = 8;
	parameter  PLUS_WIDTH      = 4;  
	parameter  N_WIDTH         = 1;
	parameter  CONFIG_W_WIDTH  = 2;  
	localparam Z_WIDTH         = W_WIDTH+A_WIDTH+PLUS_WIDTH;
	input                       clk;
	input                       clk_accu;
	input                       rst;
	input                       fsm_last;
	input                       fsm_accu;
	input         [N_WIDTH-1:0] w_serial;
	input         [A_WIDTH-1:0] a;
	input  [CONFIG_W_WIDTH-1:0] config_w;  
	output        [Z_WIDTH-1:0] z;
	reg                         rst_reg;
	reg                         fsm_last_reg;
	reg                         fsm_accu_reg;
	reg           [N_WIDTH-1:0] w_serial_reg;
	reg           [A_WIDTH-1:0] a_reg;
	reg    [CONFIG_W_WIDTH-1:0] config_w_reg;
	always_ff @(posedge clk)
		rst_reg <= rst;
	always_ff @(posedge clk) begin
		if (rst == 1) begin
			fsm_last_reg  <= 0;
			fsm_accu_reg  <= 0;
			w_serial_reg  <= 0;
			a_reg         <= 0;
		end
		else begin
			fsm_last_reg  <= fsm_last;
			fsm_accu_reg  <= fsm_accu;
			w_serial_reg  <= w_serial;
			a_reg         <= a;
		end
	end
	mac_serial #(
		.W_WIDTH        (W_WIDTH),
		.A_WIDTH        (A_WIDTH),
		.PLUS_WIDTH     (PLUS_WIDTH),
		.N_WIDTH        (N_WIDTH),
		.CONFIG_W_WIDTH (CONFIG_W_WIDTH)
	)
	mac (
		.clk      (clk),
		.clk_accu (clk_accu),
		.rst      (rst_reg),
		.config_w (config_w),
		.fsm_last (fsm_last_reg),
		.fsm_accu (fsm_accu_reg),
		.w_serial (w_serial_reg),
		.a        (a_reg),
		.z        (z)
	);
endmodule  
module mac_serial (clk, clk_accu, rst, config_w, fsm_last, fsm_accu, w_serial, a, z);
	parameter  W_WIDTH        = 8;  
	parameter  A_WIDTH        = 8;
	parameter  PLUS_WIDTH     = 4;  
	parameter  N_WIDTH        = 2;
	parameter  CONFIG_W_WIDTH = 2;  
	localparam Z_WIDTH        = W_WIDTH+A_WIDTH+PLUS_WIDTH;
	localparam PS_LEVEL_NB    = $clog2(N_WIDTH+1);    
	input                       clk;
	input                       clk_accu;
	input                       rst;
	input  [CONFIG_W_WIDTH-1:0] config_w;     
	input                       fsm_last;
	input                       fsm_accu;
	input         [N_WIDTH-1:0] w_serial;     
	input         [A_WIDTH-1:0] a;            
	output reg    [Z_WIDTH-1:0] z;            
	logic         [Z_WIDTH-1:0] z_tmp;
	reg   [A_WIDTH+W_WIDTH-1:0] mult_accu;
	logic [A_WIDTH+W_WIDTH-1:0] mult_accu_tmp;
	logic [A_WIDTH+N_WIDTH-1:0] psum;
	logic [A_WIDTH+N_WIDTH-1:0] ps         [0:PS_LEVEL_NB-1][0:N_WIDTH-1];
	logic [A_WIDTH+N_WIDTH-1:0] ps_integer [0:PS_LEVEL_NB-1][0:N_WIDTH-1];  
	logic  [CONFIG_W_WIDTH-1:0] clk_cg;
	logic  [CONFIG_W_WIDTH-1:0] clk_accu_cg;
	assign clk_cg      = {CONFIG_W_WIDTH{clk}}      & ~config_w;
	assign clk_accu_cg = {CONFIG_W_WIDTH{clk_accu}} & ~config_w;
	always_ff @(posedge clk) begin
		if (rst == 1) begin
			mult_accu            [A_WIDTH+W_WIDTH-1:W_WIDTH-W_WIDTH/(2**CONFIG_W_WIDTH)] <= 0;
		end
		else begin
			mult_accu            [A_WIDTH+W_WIDTH-1:W_WIDTH-W_WIDTH/(2**CONFIG_W_WIDTH)]
				<= mult_accu_tmp [A_WIDTH+W_WIDTH-1:W_WIDTH-W_WIDTH/(2**CONFIG_W_WIDTH)];
		end
	end
	generate
		for (genvar i=0; i<=CONFIG_W_WIDTH-1; i++) begin
			always_ff @(posedge clk_cg[i]) begin
				if (rst == 1) begin
					mult_accu            [W_WIDTH-W_WIDTH/(2**(i+1))-1:W_WIDTH-W_WIDTH/(2**i)] <= 0;
				end
				else begin
					mult_accu            [W_WIDTH-W_WIDTH/(2**(i+1))-1:W_WIDTH-W_WIDTH/(2**i)]
						<= mult_accu_tmp [W_WIDTH-W_WIDTH/(2**(i+1))-1:W_WIDTH-W_WIDTH/(2**i)];
				end
			end
		end
	endgenerate
	always_ff @(posedge clk_accu) begin
		if (rst == 1) begin
			z                    [Z_WIDTH-1:W_WIDTH-W_WIDTH/(2**CONFIG_W_WIDTH)]         <= 0;
		end
		else begin
			z                    [Z_WIDTH-1:W_WIDTH-W_WIDTH/(2**CONFIG_W_WIDTH)]
				<= z_tmp         [Z_WIDTH-1:W_WIDTH-W_WIDTH/(2**CONFIG_W_WIDTH)];
		end
	end
	generate
		for (genvar i=0; i<=CONFIG_W_WIDTH-1; i++) begin
			always_ff @(posedge clk_accu_cg[i]) begin
				if (rst == 1) begin
					z                    [W_WIDTH-W_WIDTH/(2**(i+1))-1:W_WIDTH-W_WIDTH/(2**i)] <= 0;
				end
				else begin
					z                    [W_WIDTH-W_WIDTH/(2**(i+1))-1:W_WIDTH-W_WIDTH/(2**i)]
						<= z_tmp         [W_WIDTH-W_WIDTH/(2**(i+1))-1:W_WIDTH-W_WIDTH/(2**i)];
				end
			end
		end
	endgenerate
	generate
		for (genvar pprod=0; pprod<N_WIDTH; pprod++) begin : gen_pp
			if (pprod < N_WIDTH-1)
				assign ps[0][pprod][A_WIDTH:0] = (w_serial[pprod]) ? a : 0;
			else
				always_comb begin
					if (w_serial[pprod])
						ps[0][N_WIDTH-1][A_WIDTH:0] = (fsm_last) ? -a : a;
					else
						ps[0][N_WIDTH-1][A_WIDTH:0] = 0;
				end
			assign ps_integer[0][pprod] = $signed(ps[0][pprod][A_WIDTH:0]);
		end
	endgenerate
	generate
		for (genvar level=1; level<PS_LEVEL_NB; level++) begin : gen_level  
			for (genvar add=0; add<N_WIDTH/(2*level); add++) begin : gen_add
				assign ps[level][add][A_WIDTH+(2**level)-1:0] = 
					$unsigned( ps[level-1][2*add]  [A_WIDTH+(2**(level-1))-1:0]) +
					$unsigned({ps[level-1][2*add+1][A_WIDTH+(2**(level-1))-1:0], {(2**(level-1)){1'b0}}});
				assign ps_integer[level][add] = $signed(ps[level][add][A_WIDTH+(2**level)-1:0]);  
			end
		end
	endgenerate
	always_comb begin
		psum = (fsm_accu) ? ps[PS_LEVEL_NB-1][0][A_WIDTH+N_WIDTH-1:0] : ps[PS_LEVEL_NB-1][0][A_WIDTH+N_WIDTH-1:0] + mult_accu[A_WIDTH+W_WIDTH-1:W_WIDTH];
		mult_accu_tmp[A_WIDTH+W_WIDTH-1:W_WIDTH-N_WIDTH] = psum;
		mult_accu_tmp[W_WIDTH-N_WIDTH-1:0] = mult_accu[W_WIDTH-1:N_WIDTH];
		z_tmp = $signed(z) + $signed(mult_accu);  
	end
endmodule  
==> /design/flow/run.sh <==
#!/bin/bash
# OpenROAD 26Q1-2900-gdf79404cd8, Yosys 0.63+post, stock flow scripts
make -C /OpenROAD-flow-scripts/flow DESIGN_CONFIG=/design/flow/config.mk WORK_HOME=/design/flow/orfs finish
==> /design/flow/config.mk <==
export PLATFORM = sky130hd
export DESIGN_NAME = top_mac_serial
export DESIGN_NICKNAME = top_mac_serial
export VERILOG_FILES = /design/flow/design.v
export SDC_FILE = /design/flow/constraint.sdc
export NUM_CORES = 4
export LEC_CHECK = 1
export CORE_UTILIZATION = 40
==> /design/flow/constraint.sdc <==
current_design top_mac_serial

set clk_period 4.4
set clk_io_pct 0.2

create_clock -name clk0 -period $clk_period [get_ports {clk}]
create_clock -name clk1 -period $clk_period [get_ports {clk_accu}]

set non_clock_inputs [all_inputs -no_clocks]
set_input_delay [expr $clk_period * $clk_io_pct] -clock clk0 $non_clock_inputs
set_output_delay [expr $clk_period * $clk_io_pct] -clock clk0 [all_outputs]
==> results.py <==
# Synthesis and PnR figures
metrics = {
    "run_status": {
        "outcome": "finished with violations",
        "violations": "negative hold slack",
    },
    "synth": {
        "topCombFamilyByArea": "simple AND/OR/NAND/NOR gates",
        "ys_cells": 305,
        "common_cells": "dfxtp_1 (48), nor2_1 (41), nor2b_1 (32)",
        "yosys_warnings": 4,
        "mux_share_pct": 2.69,
        "synth_cell_types": 46,
        "yosysTopAreaCell": "dfxtp_1",
        "adder_share_pct": 14.2,
        "xor_area_share_pct": 8.28,
        "syn_avg_cell_area_um2": 9.01,
        "synth_top_cell_by_count": "dfxtp_1",
        "synth_area_um2": 2750,
        "synthSimpleGateAreaFrac_pct": 20.3,
        "synth_cells": 305,
        "async_flop_share_pct": 0,
        "top_area_share_pct": 35.0,
        "synthTopCellsByArea": "dfxtp_1 (35%), ha_1 (13%), nor2b_1 (7.3%), nor2_1 (5.6%), xnor2_1 (5.4%)",
        "ff_type": "dfxtp_1",
        "edf_count": 0,
        "synth_chip_area_um2": 2750,
        "ys_seq_elements": 48,
        "yosysSeqAreaShare_pct": 35.0,
        "synth-compound-area-share_pct": 17.5,
    },
    "layout": {
        "regArea_um2": 961,
        "area_growth_pct": 33.0,
        "largest_reg_flops": 20,
        "drive_gt1_share_pct": 11.6,
        "nFillCells": 545,
        "post-route-util_pct": 56.3,
        "logic_area_um2": 1730,
    },
    "timing": {
        "slew_viol_final": 0,
        "whs_ps": -0.858,
        "setup_viol": 0,
        "skew_ps": 55.4,
        "final_hold_viol_count": 1,
        "worst_slew_pin_slew_ps": 579,
        "maxSlewHeadroom_pct": 61.4,
        "fin_setup_tns_ps": 0,
        "rsz0062_at_grt": "no",
    },
    "global_route": {
        "grt_max_degree": 41,
        "grt-ovfl-total": 0,
        "grtUsageMet3_pct": 8.39,
        "grt.busiest_layer": "met2",
        "antenna_found_initial": 0,
        "first_global_vias": 2294,
        "grtUsageMet1_pct": 22.6,
        "grt_util_all_layers_pct": 17.5,
        "grt_pass1_wl_um": 9800,
        "globalRouteMet2Util_pct": 26.4,
    },
    "critical_path": {
        "worstSetupPathType": "input pin to clock gate",
        "cp_common_cell": "dlygate4sd3_1",
        "worst-path-buf-inv": 4,
        "critPathMaxFanout": 2,
        "worst-endpoint-required_ps": 4610,
        "worstPathArrival_ps": 3020,
        "start_kind": "input pin",
        "r2r_start": "a_reg[0]",
        "crit_path_end_kind": "clock gate",
        "rrSetupSlack_ps": 1730,
        "regToRegEndpoint": "mac.mult_accu[13]",
        "reg2regPathDepth": 11,
        "cpLargestDelayFamily": "buffers and inverters",
        "critPathSlowestCell": "dlygate4sd3_1",
        "cp_cell_sequence": "dlygate4sd3_1, dlygate4sd3_1, clkdlybuf4s50_1, dlygate4sd3_1",
        "slowest_delay_ps": 580,
    },
    "floorplan": {
        "fp_util_pct": 42.3,
        "die_y_um": 84.9,
        "boundaryPins": 36,
        "fp.coreArea_um2": 6490,
        "die_w_um": 84.9,
        "die-area_um2": 7210,
        "rows": 29,
    },
    "flow_run": {
        "warning_count": 26,
        "cap_violations": 0,
    },
    "cts": {
        "cts_resized": 0,
        "post-cts-setup-buffers": 0,
        "cts_tree": "done",
        "holdBufCountCts": 5,
    },
    "routing": {
        "vias": 2324,
        "wl_per_cell_um": 12.6,
        "ant_nets": 0,
        "route.detailed.drc": 0,
        "vias_per_cell": 5.20,
        "first_pass_iters": 19,
        "antenna_cells": 0,
        "drtIter0Drc": 122,
        "routed_wl_um": 5620,
    },
    "power_and_ir_drop": {
        "peakVddDrop_uv": 210,
        "power_w": 0.00127,
        "p_sw_share_pct": 21.8,
        "pwr-share-comb_pct": 9.5,
        "leakage_nw": 1.60,
        "power.share.sequential_pct": 32.9,
        "switchingPower_w": 0.000276,
        "intPower_w": 0.000992,
        "clkPwrFrac_pct": 57.6,
        "power_density_nw_per_um2": 347,
    },
    "hold_path": {
        "hold_start": "config_w[0]",
        "whs_path_depth": 3,
        "hold_path.class": "input pin to clock gate",
    },
    "placement": {
        "gp_congestion": 0.863,
        "hpwlAfterDp_um": 3960,
        "io_buffers": 34,
    },
}
==> stage by stage <==
step                      hold WS [ps]  worst slack (ps)  area [um^2]  cells
after global placement            -899              1820         3170    410
after floorplan                  -1320              1940         2750    305
after global routing              21.6              1550         3660    447
after detailed placement          -902              1760         3170    410
after CTS                         11.3              1610         3660    447
final                           -0.858              1590         3660    447
==> power groups by stage <==
stage                 Clock (W)  Combinational [W]  Sequential [W]
after CTS              0.000758           0.000121        0.000418
final                  0.000731           0.000120        0.000417
after global routing   0.000793           0.000135        0.000420
==> layer usage <==
metal | wire length, um | up-vias | part of all wire (%)
met5 | 0 | - | 0
met4 | 73 | 0 | 1.3
met3 | 297 | 9 | 5.3
met2 | 2530 | 62 | 45
met1 | 2720 | 1044 | 48
li1 | - | 1209 | -
==> worst reg2reg max path: cells and delay by family, from the launching register on <==
family / cells / cell delay [ps]
AOI/OAI and AO/OA: 5 / 1090
adders and majority gates: 2 / 720
DFF: 1 / 380
and+or+nand+nor: 2 / 170
muxes: 1 / 140
buffers and inverters: 1 / 60
==> kinds of logic after synthesis <==
| kind of cell | after synthesis |
|---|---|
| flip-flops | 48 |
| AND/OR/NAND/NOR | 109 |
| multiplexers | 7 |
| AND-OR/OR-AND | 70 |
| adder cells (fa/ha/maj) | 30 |
| buffers and inverters | 15 |
| XOR/XNOR | 26 |
==> cells in the final DEF, fill, tap and decap left out, types with 3 or more instances in the layout <==
cell type        count
clkdlybuf4s50_1     34
dfxtp_1             48
ha_1                28
mux2i_1              4
inv_1                8
clkbuf_8            32
nor2_1              41
nor3_1               4
o21ai_0              7
o211ai_1             5
mux2_2               3
o21a_1               6
nand3_1              6
xor2_1               9
and2_1               6
nor2b_1             32
nand2_1              9
xnor2_1             17
a21oi_1             23
dlygate4sd3_1        5
a21o_1              10
==> how the worst max path moves through the flow <==
| stage | from | end | slack [ps] | cells after the start |
|---|---|---|---|---|
| 6_report | config_w[1] | clock gate | 1590 | 4 |
| 5_1_grt | config_w[1] | clock gate | 1550 | 4 |
| 4_1_cts | config_w[1] | clock gate | 1610 | 4 |
==> area by class of cell <==
class,instances,area share (%)
Multi-Input combinational cell,242,47.3
Inverter,8,0.821
Tap cell,77,2.63
Sequential cell,48,26.3
Timing Repair Buffer,40,10.9
Clock buffer,32,12.0
No activity file was given, so power comes from the tool's default toggle rates.
